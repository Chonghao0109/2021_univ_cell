==> ./design.v <==
`timescale 1ps/1ps
module geofence ( clk,reset,X,Y,valid,is_inside);
  input clk;
  input reset;
  input [9:0] X;
  input [9:0] Y;
  output reg valid;
  output reg is_inside;
  reg me;
  reg  signed [11:0] ma,mb;
  wire signed [23:0] mo; 
  wire mv;
  multi_div #(
    .SIZE_A(12),
    .SIZE_B(12),
    .SIGNED(1),
    .STEP_SIZE(1) 
  ) multi_u1(
    .clk(clk),.reset(reset),
    .en(me),
    .select(1'b0),
    .a(ma),
    .b(mb),
    .P(mo),
    .div_zero(),
    .Valid(mv),
    .Busy()
  );
  reg [2:0] state;
  reg [2:0] state_counter_0,state_counter_1;
  reg [2:0] state_step;
  reg [9:0] check_point [1:0];
  reg [9:0] geofence_point [5:0][1:0];
  reg       check_signed;
  reg signed [26:0] DATA_REG;
  parameter READ_DATA     = 0;
  parameter SORT_POINT    = 1;
  parameter CHECK_IN_SIDE = 2;
  parameter DATA_OUT      = 3;
  integer i;
  always @(posedge clk or posedge reset) begin
    if (reset) begin
      state <= READ_DATA;
      state_step <= 0;
      state_counter_0 <= 0;
      state_counter_1 <= 0;
      me <= 0;
      is_inside <= 1;
    end else begin
      case (state)
        READ_DATA:begin
          if(state_counter_0==0)begin
            check_point[0] <= X;
            check_point[1] <= Y;
            state_counter_0 <= state_counter_0 + 1;
          end
          else begin
            if(state_counter_0 == 6)begin
              state <= SORT_POINT;
              state_counter_0 <= 1;
              state_counter_1 <= 2;
              me <= 0;
            end
            else state_counter_0 <= state_counter_0 + 1;
            geofence_point[state_counter_0-1][0] <= X;
            geofence_point[state_counter_0-1][1] <= Y;
          end 
        end
        SORT_POINT:begin
          case(state_step)
            0:begin
              ma <= (geofence_point[state_counter_0][0] - geofence_point[0][0]) ;  
              mb <= (geofence_point[state_counter_1][1] - geofence_point[0][1]) ;  
              me <= 1;
              state_step <= state_step + 1;
            end
            1:begin
              me <= 0;
              if(mv)begin
                me <= 1;
                DATA_REG <= mo; 
                state_step <= state_step + 1;
                ma <= (geofence_point[state_counter_0][1] - geofence_point[0][1]) ;  
                mb <= (geofence_point[state_counter_1][0] - geofence_point[0][0]) ;  
              end
            end
            2:begin
              me <= 0;
              if(mv)begin
                DATA_REG <= $signed($signed(DATA_REG)-$signed(mo));
                state_step <= state_step + 1;
              end
            end
            3:begin
                if( $signed(DATA_REG) <= 0 )begin
                  geofence_point[state_counter_0][0] <= geofence_point[state_counter_1][0]; 
                  geofence_point[state_counter_0][1] <= geofence_point[state_counter_1][1]; 
                  geofence_point[state_counter_1][0] <= geofence_point[state_counter_0][0]; 
                  geofence_point[state_counter_1][1] <= geofence_point[state_counter_0][1]; 
                end
              state_step <= state_step + 1;
            end
            4:begin
              if(state_counter_0==4)begin
                state <= CHECK_IN_SIDE;
                state_counter_0 <= 0;
                state_counter_1 <= 0;
              end
              else if(state_counter_1==5)begin
                state_counter_0 <= state_counter_0 + 1;
                state_counter_1 <= state_counter_0 + 2;
              end 
              else begin
                state_counter_1 <= state_counter_1 + 1;
              end
              state_step <= 0;
            end
          endcase
        end
        CHECK_IN_SIDE:begin
          case(state_step)
            0:begin 
              ma <= (geofence_point[state_counter_0][0] - check_point[0] );
              mb <= (geofence_point[ ((state_counter_0+1)==6 ? 0:(state_counter_0+1)) ][1] - geofence_point[state_counter_0][1] );
              me <= 1;
              state_step <= state_step + 1;
            end
            1:begin
              me <= 0;
              if(mv)begin
                DATA_REG <= mo;
                state_step <= state_step + 1;
              end
            end
            2:begin
              ma <= (geofence_point[state_counter_0][1] - check_point[1] );
              mb <= (geofence_point[ ((state_counter_0+1)==6 ? 0:(state_counter_0+1)) ][0] - geofence_point[state_counter_0][0]);
              me <= 1;
              state_step <= state_step + 1;
            end
            3:begin
              me <= 0;
              if(mv)begin
                if(state_counter_0==0) begin
                  check_signed <= (($signed(DATA_REG)-$signed(mo))>0)? 1:0;
                  state_counter_0 <= state_counter_0 + 1;
                end
                else begin
                  if(check_signed != ((($signed(DATA_REG)-$signed(mo))>0)? 1:0) )begin
                    is_inside <= 0;
                    state <= DATA_OUT;
                  end else if(state_counter_0==5)begin
                    state <= DATA_OUT;
                  end else begin
                    state_counter_0 <= state_counter_0 + 1;
                  end
                end
                state_step <= 0;
              end
            end
          endcase
        end
        default begin
          state <= READ_DATA;
          state_step <= 0;
          state_counter_0 <= 0;
          state_counter_1 <= 0;
          me <= 0;
          is_inside <= 1;
        end
      endcase
    end
  end
  always@(*)begin
    valid <= (state == DATA_OUT) ? 1'b1:1'b0;
  end
endmodule
module multi_div
#(
  parameter SIZE_A = 128,
  parameter SIZE_B = 64,
  parameter SIGNED = 0,
  parameter STEP_SIZE = 1 
)(
  input wire clk,reset,
  input wire en,
  input wire select,
  input wire [SIZE_A-1:0] a,
  input wire [SIZE_B-1:0] b,
  output reg [SIZE_A+SIZE_B-1:0] P,
  output reg div_zero,
  output reg Valid,
  output reg Busy
);
  parameter READ_IN       = 0,
            CALCULATE     = 1,
            PREPARE_DATA  = 2,
            DATA_OUT      = 3;
  reg [1:0] state;
  reg [9:0] state_counter;
  reg neg_signed;
  reg [SIZE_A-1:0] data_b;
  reg [SIZE_A+SIZE_B:0] r;   
  always@(*)begin
    Valid <= (state == DATA_OUT) ? 1'b1:1'b0;
    Busy  <= (state == CALCULATE || state == PREPARE_DATA) ? 1'b1:1'b0;
  end
  always@(posedge clk or posedge reset)begin
    if(reset)begin
      state <= READ_IN;
      state_counter <= 0;
    end else begin
      case(state)
        READ_IN   :begin
          if(en)begin
            if(select && b==0)begin
              state <= DATA_OUT;
              div_zero <= 1;
            end else begin
              state <= CALCULATE;
              div_zero <= 0;
            end 
            state_counter <= 0;
          end  
        end
        CALCULATE :begin
          if(state_counter == (SIZE_A/STEP_SIZE)-1)begin
            state <= PREPARE_DATA;
            state_counter <= 0;
          end
          else begin
            state_counter <= state_counter + 1;
          end
        end
        PREPARE_DATA:begin
          state <= DATA_OUT;
          state_counter <= 0;
        end
        DATA_OUT  :begin
          state <= READ_IN;
          state_counter <= 0;
        end
        default begin
          state <= READ_IN;
          state_counter <= 0;
        end
      endcase
    end
  end
  reg [SIZE_A-1:0] na;
  reg [SIZE_B-1:0] nb;
  reg in_select;
  integer i;
  always@(posedge clk or posedge reset)begin
    if(reset)begin
      r = 0;
      data_b = 0;
			P = 0;
      neg_signed = 0;
    end else begin
      case(state)
        READ_IN   :begin
          if(en)begin
            if(SIGNED)begin
              neg_signed = a[SIZE_A-1] ^ b[SIZE_B-1];
              na = a[SIZE_A-1] ? -a:a;
              nb = b[SIZE_B-1] ? -b:b;
            end
            else begin
              na = a;
              nb = b;
            end
            r = {na,1'b0,{SIZE_B{1'b0}}};
            data_b = nb;
            in_select = select;
          end  
        end
        CALCULATE :begin
          for(i=0;i<STEP_SIZE;i=i+1)begin 
          	r = r[SIZE_A+SIZE_B] ? ((r<<1)+data_b) : (r<<1);
          end
        end
        PREPARE_DATA:begin
          P = r[SIZE_A+SIZE_B-1:0];
          if(neg_signed)begin
            P = -P;
          end
        end
      endcase
    end
  end
endmodule
==> ./run.sh <==
#!/bin/bash
# OpenROAD 26Q1-2900-gdf79404cd8, Yosys 0.63+post, stock flow scripts
make -C /OpenROAD-flow-scripts/flow DESIGN_CONFIG=/design/flow/config.mk WORK_HOME=/design/flow/orfs finish
==> ./config.mk <==
export PLATFORM = sky130hd
export DESIGN_NAME = geofence
export DESIGN_NICKNAME = geofence
export VERILOG_FILES = /design/flow/design.v
export SDC_FILE = /design/flow/constraint.sdc
export NUM_CORES = 4
export LEC_CHECK = 1
export CORE_UTILIZATION = 50
==> ./constraint.sdc <==
current_design geofence

set clk_period 12.6
set clk_io_pct 0.2

create_clock -name clk0 -period $clk_period [get_ports {clk}]

set non_clock_inputs [all_inputs -no_clocks]
set_input_delay [expr $clk_period * $clk_io_pct] -clock clk0 $non_clock_inputs
set_output_delay [expr $clk_period * $clk_io_pct] -clock clk0 [all_outputs]
==> metrics.txt <==
# HELP chip_impl_metric Metrics from one implementation run
# TYPE chip_impl_metric gauge
chip_impl_metric{name="power_frac_seq",unit="%"} 46.6
chip_impl_metric{name="vias_per_cell",unit=""} 6.52
chip_impl_metric{name="yosysSeqAreaShare",unit="%"} 33.5
chip_impl_metric{name="drtPass1Iterations",unit=""} 9
chip_impl_metric{name="worst-endpoint-arrival",unit="ns"} 6.10
chip_impl_metric{name="area_after_detailed_placement",unit="sq um"} 24800
chip_impl_metric{name="part_of_the_power_in_combinational_logic",unit="%"} 2.4
chip_impl_metric{name="final_period_minus_worst_setup_slack",unit="ns"} 5.82
chip_impl_metric{name="remaining_max_slew_budget_at_the_tightest_pin",unit="%"} 31.7
chip_impl_metric{name="cpPeakStageDelay",unit="ns"} 0.62
chip_impl_metric{name="post_synth_inst_count",unit=""} 2906
chip_impl_metric{name="ir_worst_vdd",unit="mV"} 0.0868
chip_impl_metric{name="clkLatencyLatePin",unit="ns"} 0.57
chip_impl_metric{name="largest_net_degree_at_the_start_of_global_routing",unit=""} 76
chip_impl_info{name="highest-signal-layer",value="met4"} 1
chip_impl_metric{name="initial_drc_count",unit=""} 2153
chip_impl_info{name="worstSetupPathType",value="reg -> reg"} 1
chip_impl_metric{name="place_ws",unit="ns"} 6.94
chip_impl_info{name="min_path_type",value="reg -> reg"} 1
chip_impl_metric{name="io_buffers",unit=""} 23
chip_impl_metric{name="via_count_of_the_first_global_routing_pass",unit=""} 21792
chip_impl_metric{name="floorplan.io_pins",unit=""} 24
chip_impl_metric{name="worst_ep_required_time",unit="ns"} 12.88
chip_impl_metric{name="number_of_buffers_inserted_by_post_cts_setup_repair",unit=""} 0
chip_impl_info{name="crit_top_cell",value="a21oi_1"} 1
chip_impl_metric{name="async_set_or_reset_flop_fraction_in_the_synthesized_netlist",unit="%"} 32.4
chip_impl_metric{name="postLayoutSetupSlackWorst",unit="ns"} 6.78
chip_impl_metric{name="post-dp-hpwl",unit="microns"} 66200
chip_impl_metric{name="antenna_violations_before_repair",unit=""} 2
chip_impl_metric{name="syn_avg_cell_area",unit="sq um"} 8.19
chip_impl_metric{name="mappedNetlistArea",unit="sq um"} 23800
chip_impl_metric{name="power.density_cell_area",unit="nW/um^2"} 81.4
chip_impl_info{name="hold_path_startpoint",value="state[3]"} 1
chip_impl_metric{name="critical_path.max_fanout",unit=""} 48
chip_impl_metric{name="synth.distinct_cells",unit=""} 83
chip_impl_metric{name="final_antenna_net_count",unit=""} 0
chip_impl_info{name="cts_root_buffer",value="clkbuf_16"} 1
chip_impl_metric{name="met2_length",unit="microns"} 42000
chip_impl_metric{name="detail_route.wl_per_cell",unit="microns"} 26.3
chip_impl_info{name="crit_path_start_kind",value="flop"} 1
chip_impl_metric{name="yosys_area",unit="sq um"} 23800
chip_impl_metric{name="cts_hold_repair.buffers",unit=""} 0
chip_impl_info{name="yosys_most_used_dff",value="edfxtp_1"} 1
chip_impl_info{name="worst_hold_path.endpoint",value="state[0]"} 1
chip_impl_metric{name="count_of_endpoints_failing_hold_in_the_final_timing_report",unit=""} 0
chip_impl_metric{name="reg2reg_slack",unit="ns"} 6.78
chip_impl_metric{name="rows",unit=""} 79
chip_impl_metric{name="globalRouteTotalUtil",unit="%"} 39.9
chip_impl_metric{name="cts.htree.levels",unit=""} 2
chip_impl_info{name="outcome",value="completed"} 1
chip_impl_metric{name="fp.dieW",unit="microns"} 220
chip_impl_metric{name="slew_viol_final",unit=""} 0
chip_impl_metric{name="max_freq",unit="MHz"} 172
chip_impl_metric{name="detailroute.via_count",unit=""} 22749
chip_impl_metric{name="power_leakage",unit="uW"} 0.0105
chip_impl_metric{name="die_y",unit="microns"} 220
chip_impl_info{name="path_cells",value="inv_1, ha_1, buf_4, and2_1, buf_4, a22o_1, a221oi_1, nand2_1, o21ai_1, inv_1, fa_1, a21o_1, a21oi_1, o21ai_0, and2_1, o21ai_0, nand2b_1, a21oi_1, nor2b_1, nor3_1, a211oi_1, a21oi_1"} 1
chip_impl_info{name="cp_top_family",value="AND-OR/OR-AND gates"} 1
chip_impl_metric{name="post_route_skew",unit="ns"} 0.0169
chip_impl_metric{name="setup_violations",unit=""} 0
chip_impl_metric{name="cts_max_path_buffers",unit=""} 3
chip_impl_metric{name="clock_sinks",unit=""} 281
chip_impl_metric{name="first_pass_grt_wire_length",unit="microns"} 135000
chip_impl_metric{name="drv_cap",unit=""} 0
chip_impl_metric{name="switching_share",unit="%"} 21.4
chip_impl_metric{name="synth_flops",unit=""} 281
chip_impl_metric{name="hold-path-cell-count",unit=""} 1
chip_impl_metric{name="met3WireLength",unit="microns"} 10300
chip_impl_metric{name="ys_cells",unit=""} 2906
chip_impl_metric{name="period_used_share",unit="%"} 46.2
chip_impl_info{name="crit_path_top_delay_cell",value="dfrtp_1"} 1
chip_impl_metric{name="netSwitchingPower",unit="uW"} 453
chip_impl_info{name="end_kind",value="flop"} 1
chip_impl_metric{name="floorplan.die_area",unit="sq um"} 48500
chip_impl_metric{name="floorplan_core_area",unit="sq um"} 46800
chip_impl_info{name="rsz_0062_raised_after_global_routing",value="false"} 1
chip_impl_metric{name="fin_tns_setup",unit="ns"} 0
chip_impl_metric{name="yosysWarnings",unit=""} 4
chip_impl_metric{name="gr-total-overflow",unit=""} 0
chip_impl_metric{name="layout-drive-gt1-share",unit="%"} 7.47
chip_impl_metric{name="warnings",unit=""} 41
chip_impl_metric{name="post_synth_tally_of_flip_flops_with_integrated_enable",unit=""} 190
chip_impl_metric{name="fp_util",unit="%"} 50.9
chip_impl_metric{name="remaining_drc_errors",unit=""} 0
chip_impl_metric{name="worst-slew-pin-transition",unit="ns"} 0.999
chip_impl_metric{name="routed_wirelength",unit="microns"} 91800
chip_impl_metric{name="rd_place_congestion",unit=""} 1.04
chip_impl_metric{name="worst_setup_hold_path_clk_slew",unit="ns"} 0.06
chip_impl_metric{name="power_report.internal_total",unit="uW"} 1660
chip_impl_metric{name="synthToLayoutAreaGrowth",unit="%"} 9.09
chip_impl_metric{name="post-route-cell-area",unit="sq um"} 26000
chip_impl_metric{name="layout.core_utilization",unit="%"} 55.5
chip_impl_metric{name="drt-met1-wl",unit="microns"} 33800
chip_impl_info{name="r2r_start",value="state_counter_0[2]"} 1
chip_impl_info{name="cts_tree",value="built"} 1
chip_impl_metric{name="cts_made_buffers",unit=""} 36
chip_impl_metric{name="cts.repair.resized",unit=""} 0
chip_impl_metric{name="clockPowerShare",unit="%"} 51.0
chip_impl_info{name="critical_path.reg2reg.endpoint",value="ma[8]"} 1
chip_impl_metric{name="cp.buffers_inverters",unit=""} 4
chip_impl_metric{name="rr_worst_depth",unit=""} 22
==> cell usage in the layout, fill, tap and decap left out, drive strengths merged, types with 16 or more instances in the layout <==
master	synthesis	final
mux2	34	34
o211ai	77	77
xor2	64	64
o31ai	18	18
a211oi	27	27
a221oi	30	30
and2	19	19
a22o	16	16
edfxtp	190	190
nand3	65	65
and3	24	24
o221ai	22	22
inv	173	177
a21boi	24	24
mux2i	56	56
nand2	486	486
a222oi	26	26
xnor2	49	49
buf	30	84
nor3	50	50
clkdlybuf4s50	0	23
dfrtp	88	88
nand2b	35	35
a221o	39	39
nor2	170	170
a22oi	36	36
a21oi	233	233
ha	144	144
clkbuf	165	45
o21ai	243	243
a21o	16	16
nor2b	39	39
o22ai	36	36
or3	21	21
==> synthesized netlist by cell type, types with 21 or more instances <==
cell type | number | share of area, %
or3_1 | 21 | 0.55
nand2b_1 | 35 | 0.92
dfrtp_1 | 88 | 9.3
a221oi_1 | 30 | 1.1
o22ai_1 | 36 | 0.95
mux2_2 | 34 | 1.6
xor2_1 | 64 | 2.4
a22oi_1 | 36 | 1.1
mux2i_1 | 56 | 2.4
a21boi_0 | 22 | 0.69
xnor2_1 | 49 | 1.8
buf_1 | 22 | 0.35
o221ai_1 | 22 | 0.81
and3_1 | 24 | 0.63
nand3_1 | 65 | 1.4
a211oi_1 | 24 | 0.76
clkbuf_1 | 165 | 2.6
ha_1 | 144 | 7.6
a21oi_1 | 230 | 4.8
nand2_1 | 486 | 7.7
nor3_1 | 50 | 1.1
o21ai_0 | 230 | 4.8
o211ai_1 | 77 | 2.4
a221o_1 | 39 | 1.6
nor2_1 | 169 | 2.7
inv_1 | 172 | 2.7
nor2b_1 | 39 | 1.0
edfxtp_1 | 190 | 24
a222oi_1 | 26 | 1.1
==> routing by layer <==
| metal | GRT usage, % | vias up |
|---|---|---|
| met5 | 0 | - |
| met3 | 15.1 | 333 |
| li1 | - | 10570 |
| met1 | 49.7 | 10672 |
| met2 | 62.0 | 1174 |
| met4 | 19.6 | 0 |
==> state kept, by name, summed over array words and instances (netlist names) <==
name	cells
multi_u1.neg_signed	1
is_inside	1
state_counter_1	3
multi_u1.P	24
state	4
check_point	20
state_counter_0	3
mb	11
multi_u1.data_b	12
geofence_point	120
state_step	3
ma	11
multi_u1.state	4
multi_u1.r	25
DATA_REG	27
multi_u1.state_counter	10
me	1
check_signed	1
==> power by group through the flow <==
| stage | sequential [uW] | clock, uW | combinational (uW) |
|---|---|---|---|
| 6_report | 985 | 1080 | 50.6 |
| 5_1_grt | 984 | 1130 | 56.4 |
| 4_1_cts | 985 | 1100 | 49.8 |
==> stage by stage <==
step	std cells	power, uW	hold slack [ns]
global route	3487	2170	0.494
detailed placement	3425	1050	0.473
finish	3489	2110	0.491
global placement	3425	1050	0.459
floorplan	2906	1030	0.410
CTS	3487	2130	0.489
==> logic make-up after synthesis <==
family	count (synthesis)	synth area share [%]
AND/OR/NAND/NOR	971	18.3
flip-flops	281	33.5
AND-OR/OR-AND	929	25.7
buffers and inverters	368	5.87
adder cells (fa/ha/maj)	154	8.41
XOR/XNOR	113	4.16
multiplexers	90	3.96
==> area by class of cell <==
class,instances,area [sq um]
Antenna cell,2,5.00
Clock buffer,45,987
Clock inverter,17,218
Fill cell,4175,20800
Inverter,173,652
Multi-Input combinational cell,2257,14500
Sequential cell,281,7990
Tap cell,607,759
Timing Repair Buffer,107,861
==> worst max path at each step <==
| stage | startpoint | endpoint | slack [ns] | cells after the start |
|---|---|---|---|---|
| 4_1_cts | state_counter_0[2] | ma[8] | 6.92 | 22 |
| 5_1_grt | state_counter_0[2] | mb[10] | 6.47 | 21 |
| 6_report | state_counter_0[2] | ma[8] | 6.78 | 22 |
Power figures rest on the tool's default switching activity, not on a simulated workload.
